`flow/constraint.sdc`:
```
current_design transmitter

set clk_period 2.2
set clk_io_pct 0.2

create_clock -name clk0 -period $clk_period [get_ports {clk}]

set non_clock_inputs [all_inputs -no_clocks]
set_input_delay [expr $clk_period * $clk_io_pct] -clock clk0 $non_clock_inputs
set_output_delay [expr $clk_period * $clk_io_pct] -clock clk0 [all_outputs]
```
`flow/design.v`:
```
module transmitter (
    input clk,
    input rstn,
    input start,
    input [6:0] data_in,
    output reg serial_out
);
localparam STATE_IDLE       = 3'b000; 
localparam STATE_START_BIT  = 3'b001; 
localparam STATE_DATA_BITS  = 3'b010; 
localparam STATE_PARITY_BIT = 3'b011; 
localparam STATE_STOP_BIT   = 3'b100; 
reg [2:0] state = STATE_IDLE;       
reg [6:0] data_reg;                 
reg [2:0] bit_count;                
reg parity_bit;                     
always @(posedge clk or negedge rstn) begin
    if (!rstn) begin
        state <= STATE_IDLE;
        serial_out <= 1'b1;
        bit_count <= 3'b0;
    end else begin
        case (state)
            STATE_IDLE: begin
                serial_out <= 1'b1; 
                if (start) begin
                    data_reg <= data_in; 
                    parity_bit <= ^data_in; 
                    state <= STATE_START_BIT;
                end
            end
            STATE_START_BIT: begin
                serial_out <= 1'b0; 
                bit_count <= 3'b0; 
                state <= STATE_DATA_BITS;
            end
            STATE_DATA_BITS: begin
                serial_out <= data_reg[bit_count];
                if (bit_count == 3'd6) begin 
                    state <= STATE_PARITY_BIT;
                end else begin
                    bit_count <= bit_count + 1;
                end
            end
            STATE_PARITY_BIT: begin
                serial_out <= parity_bit; 
                state <= STATE_STOP_BIT;
            end
            STATE_STOP_BIT: begin
                serial_out <= 1'b1; 
                state <= STATE_IDLE; 
            end
            default: begin
                state <= STATE_IDLE;
                serial_out <= 1'b1;
            end
        endcase
    end
end
endmodule
```
`flow/run.sh`:
```
#!/bin/bash
# OpenROAD 26Q1-2900-gdf79404cd8, Yosys 0.63+post, stock flow scripts
make -C /OpenROAD-flow-scripts/flow DESIGN_CONFIG=/design/flow/config.mk WORK_HOME=/design/flow/orfs finish
```
`flow/config.mk`:
```
export PLATFORM = sky130hd
export DESIGN_NAME = transmitter
export DESIGN_NICKNAME = transmitter
export VERILOG_FILES = /design/flow/design.v
export SDC_FILE = /design/flow/constraint.sdc
export NUM_CORES = 4
export LEC_CHECK = 1
export CORE_AREA = 10 10 80 80
export DIE_AREA = 0 0 90 90
```
==> ci_impl_report.md <==
## Synthesis and layout report

| Metric | Value |
|---|---|
| Power density over cell area | between 1000 and 1500 nW/um^2 |
| Post-CTS setup repair buffer count | 0 |
| Critical Path End | serial_out |
| Hold-fix buffer count after cts | 0 |
| # Cells Yosys | 59 |
| Reg2reg setup slack | 0.75 ns |
| CP delay by family, top | flip-flops |
| Minimum clock period | 1.64 ns |
| First-pass GRT wire length | 2210 um |
| Seq cells post-synth | 15 |
| Initial antenna violation count | 0 |
| Yosys warnings | 1 |
| Vias in the first global route | 501 |
| Skew final | 0.00655 ns |
| Crit path from | serial_out |
| Chip footprint | 8100 sq um |
| Actual slew at the worst max-slew pin | 0.372 ns |
| Worst path cell trace | clkdlybuf4s50_1 |
| I/O pin count | 11 |
| Switching Fraction | 30.9% |
| Critical path depth | 1 |
| Htree depth | 1 |
| Top area cell types | edfxtp_1 33%, dfrtp_1 20%, xnor2_1 5.9% |
| Setup Viol. Count Final | 0 |
| Die W | 90 um |
| Worst stage delay on the critical path | a little over 0.5 ns |
| Reg2Reg Depth | 5 |
| Routed wire per std cell | 8.71 um |
| CTS tree | built |
| Max reg flops | 7 |
| DRT iter0 DRCs | 23 |
| Post-synthesis async set-or-reset flop share | 46.7% |
| Met3 usage | between 2 and 2.5% |
| Core box area | 4720 sq um |
| Worst flop-to-flop path endpoint | bit_count[1] |
| GR peak layer | met1 |
| Setup repair after global routing missed its margin | no |
| Pins Over Slew Limit | 0 |
| Seq share, synth | 56.5% |
| Grt ovf | 0 |
| Drt pass-1 iters | 3 |
| Top-area cell type share of the netlist area | 32.6% |
| Antenna Cells | 0 |
| Detail Placement HPWL | 967 um |
| PostCTS Resize Cnt | 0 |
| Total tool warning count | 26 |
| TritonCTS buffer count | 3 |
| Worst r2r src | bit_count[0] |
| Flop area | 417 sq um |
| Unique cell types | 25 |
| Clk root buf | clkbuf_8 |
| NetSw | about 300 uW |
| Period utilization | 74.6% |
| Met1 GRT Util | 4.76% |
| Floorplan Utilization | 15.6% |
| Avg Cell Area, Syn | 12.5 sq um |
| Sequential Power Share | 49.2% |
| Hold violation total from the final report | 0 |
| Setup TNS Final | 0 ns |
| Status | completed |
| Routed WL | around 1200 um |
| # DRC | 0 |
| Fillers | 502 |
| Final Power | a little under 1000 uW |
| Crit path buffers/inverters | 1 |
| CP Data Arrival Time | 1.20 ns |
| Rows | 25 |
| Logic area | 290 sq um |
| P_int | 681 uW |
| CTS max path bufs | 2 |
| Worst-path fanout max | 1 |
| VDD IR-drop max | roughly 280 uV |
| Largest net degree at the start of global routing | 13 |
| Worst-Skew Late Latency | 0.24 ns |
| Max-Cap Viols | 0 |
| Port buffer count | 10 |
| Vias per cell | between 3 and 4 |
| Share of layout cells above drive strength 1 | 8.57% |
| Antenna Violating Nets Remaining | 0 |
| Vias post-DR | approximately 460 |
| Placed inst area | 906 sq um |
| GR Util All Layers | 3.26% |
| Reg clk slew, reported paths | 0.06 ns |
| Pre-CTS setup slack | 0.399 ns |
| CTS Sinks | 15 |
| Area of the mapped netlist | 737 sq um |
| Highest clock rate | about 610 MHz |
| Comb power frac | 29.5% |
| CP required | 1.76 ns |
| Cells after Synth | 59 |
| Yosys chip area | 737 sq um |
| Worst Hold Class | in -> async |
| Setup ws final | about 0.56 ns |
| Post-synthesis to final-layout area growth | 29.0% |
| Power share of the clock group | a little over a fifth |
| EDFF count, synth | 8 |
| Met2 Use GR | under 10% |
| Main flop type | edfxtp_1 |
| Crit-path slowest cell | dfstp_2 |
| Setup crit end kind | primary output |
| Final instance area | between 900 and 1000 sq um |
| Final hold slack | between 0.4 and 0.5 ns |
| Slew margin rel. | 75.2% |
| Yosys top cell by area | edfxtp_1 |
| Setup Crit Path Kind | reg -> out |
| Leak | 0.000343 uW |
| Startpoint types | flip-flop |
| Die extent in y | ~90 um |
| GP Congestion | 0.748 |
## synthesized netlist by cell type (2+ instances only)
cell,n
nor3_1,2
o21ai_0,4
nor2_1,2
inv_1,2
edfxtp_1,8
ha_1,2
nand2_1,2
mux2i_1,3
a31oi_1,4
a22o_1,2
clkbuf_1,3
xor2_1,2
and3_1,2
xnor2_1,5
dfrtp_1,6
## worst min-delay path by stage
| stage | from | endpoint | cells after the start |
|---|---|---|---|
| finish | rstn | bit_count[2] | 2 |
| CTS | rstn | bit_count[2] | 2 |
| global route | rstn | bit_count[2] | 2 |
## logic make-up (layout without fill, tap and decap cells)
group                      Yosys count  in the layout  synth area share [%]
DFF                                 15             15                  56.5
AOI/OAI and AO/OA                   13             13                  11.7
and+or+nand+nor                     12             12                  8.83
xor gates and xnor gates             7              7                  8.32
buffers and inverters                6             17                  4.07
muxes                                4              4                  7.13
adders and majority gates            2              2                  3.40
## metrics by stage
stage	util (%)	instances
6_report	20.1	137
5_1_grt	20.1	137
4_1_cts	20.1	137
3_5_place_dp	19.2	133
3_3_place_gp	19.2	133
2_1_floorplan	-	59
## layout make-up
class / count / share of cell area [%]
flip-flops and latches: 15 / 43.8
multi-input cells: 38 / 30.5
repair buffers: 11 / 11.3
clock buffers: 4 / 4.74
inverters: 2 / 0.789
well taps: 67 / 8.82
## placed cells by master, fill, tap and decap left out
cell type,n
nand4b_1,1
clkbuf_1,1
inv_1,2
and3_1,2
dfrtp_1,6
xnor2_1,5
nand2_1,2
nor3_1,2
clkbuf_8,3
nor2_1,2
clkdlybuf4s50_1,10
edfxtp_1,8
a211oi_1,1
a31oi_1,4
a22o_1,2
a21boi_0,1
and2_1,1
xor2_1,2
buf_4,1
dfstp_2,1
mux4_2,1
a211o_1,1
nor2b_1,1
nand2b_1,1
o21ai_0,4
ha_1,2
mux2i_1,3
## per-layer routing
layer  wire length [um]  share of wire [%]
met4                  0                  0
met3                148                 12
met2                417                 35
met5                  0                  0
met1                627                 53
## power by group through the flow
stage	Clock (uW)	Combinational (uW)	Sequential, uW
final	210	291	485
after global routing	241	334	504
after CTS	217	293	487
## worst reg2reg max path, cell delays in order, from the launching register on
cell and delay, ns:
dfrtp_1 0.42, inv_1 0.10, ha_1 0.25, a211o_1 0.32, o21ai_0 0.15, a22o_1 0.15
Power and IR drop assume default switching activity.
