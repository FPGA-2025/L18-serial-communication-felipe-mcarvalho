==> /design/flow/design.v <==
module receiver (
    input        clk,
    input        rstn,
    output reg   ready,
    output reg [6:0] data_out,
    output reg   parity_ok_n,  
    input        serial_in
);
    reg [6:0] shift_reg;
    reg [3:0] bit_cnt;
    reg       parity_calc;
    reg       serial_d;        
    always @(posedge clk or negedge rstn) begin
        if (!rstn) begin
            serial_d    <= 1'b1;
            bit_cnt     <= 4'd0;
            shift_reg   <= 7'd0;
            parity_calc <= 1'b0;
            ready       <= 1'b0;
            data_out    <= 7'd0;
            parity_ok_n <= 1'b1;
        end else begin
            serial_d <= serial_in;
            if (bit_cnt == 4'd0) begin
                ready <= 1'b0;
                if (serial_d == 1'b1 && serial_in == 1'b0) begin
                    bit_cnt     <= 4'd1;
                    parity_calc <= 1'b0;
                end
            end
            else begin
                if (bit_cnt <= 4'd7) begin
                    shift_reg[bit_cnt-1] <= serial_in;
                    parity_calc <= (bit_cnt == 4'd1)
                                  ? serial_in
                                  : parity_calc ^ serial_in;
                    bit_cnt <= bit_cnt + 4'd1;
                end
                else if (bit_cnt == 4'd8) begin
                    parity_ok_n <= parity_calc ^ serial_in;
                    data_out    <= shift_reg;
                    ready       <= 1'b1;
                    bit_cnt     <= 4'd0;  
                end
            end
        end
    end
endmodule
==> /design/flow/run.sh <==
#!/bin/bash
# OpenROAD 26Q1-2900-gdf79404cd8, Yosys 0.63+post, stock flow scripts
make -C /OpenROAD-flow-scripts/flow DESIGN_CONFIG=/design/flow/config.mk WORK_HOME=/design/flow/orfs finish
==> /design/flow/config.mk <==
export PLATFORM = sky130hd
export DESIGN_NAME = receiver
export DESIGN_NICKNAME = receiver
export VERILOG_FILES = /design/flow/design.v
export SDC_FILE = /design/flow/constraint.sdc
export NUM_CORES = 4
export LEC_CHECK = 1
export CORE_AREA = 10 10 94 94
export DIE_AREA = 0 0 104 104
==> /design/flow/constraint.sdc <==
current_design receiver

set clk_period 3.3
set clk_io_pct 0.2

create_clock -name clk0 -period $clk_period [get_ports {clk}]

set non_clock_inputs [all_inputs -no_clocks]
set_input_delay [expr $clk_period * $clk_io_pct] -clock clk0 $non_clock_inputs
set_output_delay [expr $clk_period * $clk_io_pct] -clock clk0 [all_outputs]
==> results_tabular.tex <==
% Synthesis and place-and-route results
\begin{tabular}{lr}
\hline
Metric & Value \\
\hline
\multicolumn{2}{l}{\textbf{Final timing}} \\
\quad Highest attainable clock frequency & 0.326 GHz \\
\quad Smallest hold slack & 0.485 ns \\
\quad Accumulated negative setup slack & 0 ns \\
\quad Count of final max-slew check failures & 0 \\
\quad Final setup fails & 0 \\
\quad Share of the cycle needed by the critical path after routing & 93.0\% \\
\quad Setup repair after global routing missed its margin & no \\
\quad Clock Skews & 0.00505 ns \\
\quad Post-route minimum period & 3.07 ns \\
\quad Slew of the pin with the lowest slew margin & 0.457 ns \\
\quad Max-slew headroom at the worst pin & a little over two thirds \\
\quad Final Hold Violation Tally & 0 \\
\multicolumn{2}{l}{\textbf{Placement}} \\
\quad Post-placement cell area & 0.00166 mm² \\
\quad RePlAce Congestion & about 0.83 \\
\quad HPWL reported at the end of detailed placement & 1.98 mm \\
\quad Buffers on Ports & 11 \\
\quad Placed insts & 240 \\
\multicolumn{2}{l}{\textbf{Finish}} \\
\quad Share of cells above drive strength 1 & 25.0\% \\
\quad Design area & 0.00174 mm² \\
\quad Final cell count without fillers & 244 \\
\quad P\&R area growth vs syn & 24.2\% \\
\quad Most common logic cell in the routed design & dfrtp\_1 \\
\quad Most frequently placed logic cells in the final layout & 20 x dfrtp\_1, 11 x mux2\_2, 11 x clkdlybuf4s50\_1 \\
\multicolumn{2}{l}{\textbf{Clock network}} \\
\quad Reg clk slew, reported paths & 0.08 ns \\
\quad CTS Buffer Depth & 2 \\
\quad Clock buffers created by TritonCTS & 3 \\
\quad Number of clock sinks & 22 \\
\quad Clock root buffer & clkbuf\_8 \\
\quad CTS tree & yes \\
\quad H-tree level count & 1 \\
\quad Worst-skew pair later-pin latency & roughly 0.26 ns \\
\multicolumn{2}{l}{\textbf{Critical path}} \\
\quad Type of the worst setup path & reg -> reg \\
\quad Worst-path cell chain & inv\_1, ha\_4, xor2\_4, or3\_2, ha\_1, nor4b\_2, nand4\_1, a2111oi\_4, nand3\_1, mux2\_1 \\
\quad Largest stage delay, worst path & 0.47 ns \\
\quad Largest fanout on the critical path & 8 \\
\quad Nature of the critical path startpoint & flop \\
\quad Req. time, crit path & about 3.5 ns \\
\quad Endpoint class of the critical path & flop \\
\quad WP buf/inv & 1 \\
\quad Slowest cell on crit path & or3\_2 \\
\quad Data arrival time at the worst-slack endpoint & approximately 3.2 ns \\
\quad Largest delay share family, worst path & simple AND/OR/NAND/NOR gates \\
\multicolumn{2}{l}{\textbf{Yosys}} \\
\quad Post-synthesis instance area & 0.00140 mm² \\
\quad Number of library cell types mapped by synthesis & 43 \\
\quad Sequential share of the synthesized area & slightly below 40\% \\
\quad Async set-reset flop share out of synthesis & about 100\% \\
\quad Cell count after synthesis & roughly 130 \\
\quad Number of cell instances after yosys synthesis & 131 \\
\quad Post-synthesis chip area from yosys & about 0.0014 mm² \\
\quad Synth warn & 1 \\
\quad \#FFs+latches synth & 22 \\
\quad EDFF count, synth & 0 \\
\quad Primary FF master, synth & dfrtp\_1 \\
\quad Per-instance average area after synthesis & 10.7 µm² \\
\multicolumn{2}{l}{\textbf{Global routing}} \\
\quad Aggregate global-route resource usage & between 4 and 5\% \\
\quad Antenna violations before repair & 0 \\
\quad Number of global-route vias before repair & 948 \\
\quad Largest net degree at the start of global routing & 23 \\
\quad First-pass GRT wire length & 4.57 mm \\
\quad Total congestion overflow after global routing & 0 \\
\multicolumn{2}{l}{\textbf{Floorplanning}} \\
\quad Core outline area & about 0.007 mm² \\
\quad Top Ports & 12 \\
\quad Fp\_density & 20.5\% \\
\quad Height of the die & 104 µm \\
\quad Die ar. & about 0.011 mm² \\
\quad Die width & 104 µm \\
\quad Site Rows & 30 \\
\multicolumn{2}{l}{\textbf{Min path}} \\
\quad Worst min-delay path category & reg -> reg \\
\multicolumn{2}{l}{\textbf{Pwr}} \\
\quad Areal power density over the cells & 1070 mW/mm² \\
\quad Worst IR Drop VDD & 0.620 mV \\
\quad Static Leak & just over 0.7 nW \\
\quad Total power & about 1.9 mW \\
\multicolumn{2}{l}{\textbf{Drt}} \\
\quad Vias per cell & 4.02 \\
\quad Number of DRC markers after the initial detailed-route iteration & 19 \\
\quad DR WL/cell & 10.6 µm \\
\quad Number of DRC violations after detailed routing & 0 \\
\quad Antenna diodes & 0 \\
\quad Total wire length after detailed routing & approximately 2.6 mm \\
\quad Detailed-routing iteration count for the pre-antenna-repair pass & 4 \\
\quad Via count & 981 \\
\quad Detail Route Antenna Nets & 0 \\
\multicolumn{2}{l}{\textbf{Job}} \\
\quad Reported max-cap violation count & 0 \\
\quad Number of warning messages in the logs & 29 \\
\multicolumn{2}{l}{\textbf{Status}} \\
\quad Result of the run & finished, final reports clean \\
\hline
\end{tabular}
worst paths after layout:
path                       slack [ns]                       end              startpoint  depth (start not counted)
setup / recovery                 0.23  shift_reg[1]$_DFFE_PN0P_  bit_cnt[1]$_DFFE_PN0P_                         10
min in group asynchronous        0.74   data_out[3]$_DFFE_PN0P_                    rstn                          2
max in group asynchronous        2.28        serial_d$_DFF_PN1_                    rstn                          2
hold / removal                   0.48         ready$_DFFE_PN0P_       ready$_DFFE_PN0P_                          2
hold reg to reg                  0.48         ready$_DFFE_PN0P_       ready$_DFFE_PN0P_                          2
setup reg to reg                 0.23  shift_reg[1]$_DFFE_PN0P_  bit_cnt[1]$_DFFE_PN0P_                         10
synth_stat cells (2+ instances only):
library cell	instances	area share, %
a21oi_1	6	2.1
mux2_1	3	2.4
or3_2	2	1.1
and3_1	4	1.8
nor4_1	2	0.89
nor2b_1	3	1.3
dfstp_2	2	3.7
dfrtp_1	20	36
or3_1	2	0.89
ha_1	11	9.8
inv_1	5	1.3
o21ai_0	6	2.1
nand4_1	2	0.89
clkbuf_1	3	0.80
nor2_1	7	1.9
nand2_1	10	2.7
nand3_1	5	1.8
mux2_2	11	8.8
xnor2_1	3	1.9
logic make-up after synthesis:
kind of cell / Yosys count / synth area share (%)
xor gates and xnor gates: 5 / 5.00
adders and majority gates: 11 / 9.82
buffers and inverters: 12 / 4.11
muxes: 14 / 11.2
DFF: 22 / 39.5
and+or+nand+nor: 49 / 21.0
AOI/OAI and AO/OA: 18 / 9.38
final cells by class:
class                           instances  area, µm²
Fill cell                             747       5090
Sequential cell                        22        553
Clock buffer                            3       41.3
Inverter                                6       22.5
Multi-Input combinational cell         97        803
Tap cell                               96        120
Timing Repair Buffer                   19        170
Clock inverter                          1       30.0
worst register-to-register path, delay by kind of cell, from the launching register on:
| kind | cells | cell delay, ns |
|---|---|---|
| xor+xnor | 1 | 0.21 |
| flops | 1 | 0.35 |
| buf+inv | 1 | 0.10 |
| simple gates | 4 | 1.01 |
| compound gates | 1 | 0.47 |
| fa+ha+maj | 2 | 0.51 |
| mux | 1 | 0.32 |
stage by stage:
step,setup slack (ns),util [%]
final,0.231,25.5
after CTS,0.0927,25.3
after detailed placement,0.121,24.2
after global routing,0.00329,25.5
after floorplan,0.105,-
after global placement,0.0908,24.2
per-layer routing:
layer | GRT usage [%] | part of all wire (%) | vias up
met5 | 0 | 0 | -
met4 | 0.696 | 1.0 | 0
met3 | 1.00 | 4.1 | 2
met2 | 7.43 | 46 | 7
met1 | 6.85 | 49 | 469
li1 | - | - | 503
power by group:
part	leakage [nW]	internal, mW	switching (mW)
combinational	0.414	0.591	0.540
sequential	0.259	0.405	0.0804
clock	0.0357	0.162	0.0836
what timing repair did:
action,4_1_cts,5_1_grt
hold buffers,0,0
gates resized,0,2
setup endpoints to repair,0,4
buffers inserted,0,0
No activity file was given, so power comes from the tool's default toggle rates.
